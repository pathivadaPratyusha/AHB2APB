==> config.mk <==
export PLATFORM = sky130hd
export DESIGN_NAME = ahb_top_bridge
export DESIGN_NICKNAME = ahb_top_bridge
export VERILOG_FILES = /design/flow/design.v
export SDC_FILE = /design/flow/constraint.sdc
export NUM_CORES = 4
export LEC_CHECK = 1
export CORE_AREA = 10 10 88 88
export DIE_AREA = 0 0 98 98
==> constraint.sdc <==
current_design ahb_top_bridge

set clk_period 1.0
set clk_io_pct 0.2

create_clock -name clk0 -period $clk_period [get_ports {hclk}]

set non_clock_inputs [all_inputs -no_clocks]
set_input_delay [expr $clk_period * $clk_io_pct] -clock clk0 $non_clock_inputs
set_output_delay [expr $clk_period * $clk_io_pct] -clock clk0 [all_outputs]
==> design.v <==
`timescale 1ns / 1ps
module ahb_slave_interface(input hclk,hresetn,hwrite,hready_in,
input[1:0]htrans,input[31:0]hwdata,input[31:0]haddr,pr_data,
output reg hwrite_reg1, hwrite_reg2,valid,output reg[31:0] hwdata1,hwdata2,haddr1,haddr2,
output[31:0]hr_data,output reg [2:0]temp_sel);
always@(posedge hclk)
begin
   if(hresetn)
     begin
     haddr1<=0;
     haddr2<=0;
     end
   else
   begin
      haddr1<=haddr;
      haddr2<=haddr1;
   end
 end
 always@(posedge hclk)
begin
   if(hresetn)
     begin
     hwdata1<=0;
     hwdata2<=0;
     end
   else
   begin
      hwdata1<=hwdata;
      hwdata2<=hwdata1;
   end
end
  always@(posedge hclk)
begin
   if(hresetn)
     begin
     hwrite_reg1<=0;
     hwrite_reg2<=0;
     end
   else
   begin
      hwrite_reg1<=hwrite;
      hwrite_reg2<=hwrite_reg1;
   end
end
always@(*) begin
 valid=1'b0;
 if(hready_in==1 && htrans==2'b10 || htrans==2'b11 && haddr>=32'h0000_0000 && haddr<32'h8c00_0000)
 valid=1'b1;
 else
 valid=1'b0;
 end
always@(*) begin
temp_sel=3'b0000;
if(haddr >= 32'h0000_0000 && haddr < 32'h8400_0000)
temp_sel=3'b001;
else if(haddr >= 32'h4000_0000 && haddr < 32'h8800_0000)
temp_sel=3'b010;
end
assign hr_data=pr_data;
endmodule
`timescale 1ns / 1ps
module ahb_top_bridge(input hclk,hresetn,hwrite,hready_in,input[1:0] htrans,
input[31:0] hwdata,haddr,pr_data,
output penable,pwrite,hr_readyout,
output [2:0]psel,output[1:0] hresp,output[31:0] paddr,pwdata,hr_data);
wire[31:0]hwdata_1,hwdata_2,haddr_1,haddr_2;
wire[2:0] temp_sel;
wire hwrite_reg1,hwrite_reg2,valid;
ahb_slave_interface ahb( hclk,hresetn,hwrite,hready_in,trans,hwdata,haddr,pr_data,
hwrite_reg1, hwrite_reg2,valid,hwdata1,hwdata2,haddr1,haddr2,hr_data,temp_sel);
apb_controller apb( hclk,hresetn,hwrite,hwrite_reg1,hwrite_reg2,valid,
haddr,hwdata,hwdata1,hwdata2,haddr1,haddr2,prdata,temp_sel,penable,pwrite, hr_readyout,
psel,paddr,pwdata);
endmodule
`timescale 1ns / 1ps
module apb_controller(input hclk,hresetn,hwrite,hwrite_reg1,hwrite_reg2,valid,
input[31:0] haddr,hwdata,hwdata1,hwdata2,haddr1,haddr2,prdata,input[2:0] temp_sel,
output reg penable,pwrite,
output reg hr_readyout,
output reg [2:0] psel,
output reg [2:0] paddr,pwdata);
reg[2:0]present_state,next_state;
parameter idle   =   3'd0,
          wwait  =   3'd1,
          read   =   3'd2,
          read_en = 3'd3,
          write = 3'd4,
          writep = 3'd5,
          write_en = 3'd6,
          write_enp = 3'd7;
  reg penable_temp,pwrite_temp,hr_readyout_temp;
  reg[2:0] psel_temp;
  reg[31:0] paddr_temp, pwdata_temp;
always@(posedge hclk) begin
  if(!hresetn) 
      present_state<=idle;
  else                                      
      present_state<=next_state;
end 
always@(*)
 begin
  case(present_state)
 idle     :       if(valid==1 && hwrite==1)
                        next_state = wwait;
                  else if (valid==1 && hwrite==0)
                        next_state=read;
                   else
                        next_state=idle;
 read     :             next_state=read_en;
 read_en  :        if(valid==1 && hwrite==1)
                        next_state=wwait;
                   else if(valid==1 && hwrite==0)
                        next_state=read;
                   else
                        next_state=idle;
 write     :       if(valid) 
                         next_state=write_enp ;                   
                    else                                               
                         next_state=write_en ;  
 writep    :       next_state=write_enp;                          
 wwait    :        if(valid)
                        next_state=writep;
                    else
                        next_state=write;
write_en   :       if(valid==1 && hwrite==0)
                             next_state=read;
                    else
                             next_state=idle;                
 write_enp :       if(valid==1 && hwrite_reg1==1)
                           next_state=writep;
                   else if(valid==0 && hwrite_reg1==1)       
                            next_state=write;
                   else if(hwrite==0)
                            next_state=read;
                   default    :        next_state=idle ;
  endcase  
  end
  always@(*) begin
  case(present_state)
  idle : if(valid==1 && hwrite==0) 
         begin
         paddr_temp = haddr;
         pwrite_temp = hwrite;
         psel_temp = temp_sel;
         penable_temp = 0;
         hr_readyout_temp = 0;
         end
         else if(valid==1 && hwrite==1)
         begin
         psel_temp = 0;
         penable_temp = 0;
         hr_readyout_temp = 1;
         end
         else
         begin
         psel_temp = 0;
         penable_temp = 0;
         hr_readyout_temp = 1;
         end
 read :  begin
         penable_temp = 1;
         hr_readyout_temp = 1; 
         end
read_en :if(valid==1 && hwrite==0)   
         begin
         paddr_temp = haddr;
         pwrite_temp = hwrite;
         psel_temp = temp_sel;
         penable_temp = 0;
         hr_readyout_temp = 0;   
         end
         else if(valid==1 && hwrite==1)
         begin
         psel_temp = 0;
         penable_temp = 0;
         hr_readyout_temp = 1;
         end
 wwait : begin
         paddr_temp = haddr;
         pwdata_temp = hwdata;
         pwrite_temp = hwrite;
         psel_temp = temp_sel;
         penable_temp = 0;
         hr_readyout_temp = 0;           
         end
 write : begin
         penable_temp = 1;
         hr_readyout_temp =1;
         end 
writep : begin
         penable_temp = 1;
         hr_readyout_temp =1;
         end 
write_enp : begin
             paddr_temp = haddr2;
             pwdata_temp = hwdata1;
             pwrite_temp = hwrite_reg1;
             psel_temp = temp_sel;
             penable_temp = 0;
             hr_readyout_temp = 0;           
             end
write_en :  if(valid==1 && hwrite==0)   
         begin
         paddr_temp = haddr2;
         pwrite_temp = hwrite;
         psel_temp = temp_sel;
         penable_temp = 0;
         hr_readyout_temp = 0;   
         end
         else if(valid==1 && hwrite==1)
         begin
         psel_temp = 0;
         penable_temp = 0;
         hr_readyout_temp = 1;
         end
         else
         begin
         psel_temp = 0;
         penable_temp = 0;
         hr_readyout_temp = 1;
         end
endcase
end
  always@(posedge hclk) begin
  if(!hresetn) begin
   paddr<=0;
   pwdata<=0;
   pwrite<=0;
   psel<=0;
   penable<=0;
   hr_readyout<=1;
   end
   else begin
   paddr<=paddr_temp;
   pwdata<=pwdata_temp;
   pwrite<=pwrite_temp;
   psel<=psel_temp;
   penable<=penable_temp;
   hr_readyout<=hr_readyout_temp;
  end
  end
  endmodule
==> run.sh <==
#!/bin/bash
# OpenROAD 26Q1-2900-gdf79404cd8, Yosys 0.63+post, stock flow scripts
make -C /OpenROAD-flow-scripts/flow DESIGN_CONFIG=/design/flow/config.mk WORK_HOME=/design/flow/orfs finish
==> results.yml <==
# synthesis and place-and-route metrics
status:
  status: "complete, no violations"
clocking:
  cts_buffer_depth: 2
  clock_latency_ps: 240
  cts_buffers: 3
  holdBufCountCts: 0
  htreeDepth: 1
  path_clk_slew_ps: 60
  cts_tree: "built"
  clock-root-buffer: "clkbuf_8"
logic_synthesis:
  top_cells_by_area: "buf_4 (43%), dfxtp_1 (22%), dlxtn_1 (9.3%), and2_1 (5.8%), dlxtp_1 (3.7%)"
  top_area_share_pct: 43.4
  ys_cells: 176
  syn_inst: 176
  yosys_area_um2: 1610
  netlist_area_um2: 1610
  ys_types: 24
  largest_area_cell: "buf_4"
  synth_warnings: 23
  avgSynthCellArea_um2: 9.15
  ys_ff: 32
pwr:
  power_density_nw_per_um2: 900
  peakVddDrop_uv: 563
  p_leak_nw: 0.724
drt:
  antenna_left: 0
  drtIter0Drc: 3
  wirelength_mm: 2.55
  drc_errors: 0
  vias: 793
  wire_per_inst_um: 10.4
  n_antenna_cell: 0
  viasPerCell: 3.24
  dr.pass1.iters: 2
critical_path:
  path_buffers: 1
  cp.arrival_ps: 770
  path_cells: "dlygate4sd2_1"
  crit_type: "register to output pin"
  crit_required_ps: 800
  startpoint_type: "register"
  max_stage_delay_ps: 290
  slowest_stage: "dfxtp_1"
  endpoint_kind: "output pin"
  crit_family: "flip-flops"
  critPathMaxFanout: 1
timing:
  hold_violations: 0
  period_used_pct: 96.6
  untimed_endpoints: 14
  hold_ws_ps: 400
  rsz0062_at_grt: "no"
  fin_crit_ps: 966
  slew_viol_final: 0
  worst_slack_ps: 34.1
  skew_ps: 0.0221
  setup_viol: 0
  unclocked_regs: 14
  timing.fmax_mhz: 1040
global_route:
  grt_pass1_wl_mm: 4.20
  grtUsageMet3_pct: 2.20
  antenna_found_initial: 0
  grt_max_degree: 19
  busiest_layer: "met2"
  gr-usage-met2_pct: 8.53
  grt_pass1_vias: 953
  use_met1_pct: 4.92
  gr-total-overflow: 0
  grt_use_total_pct: 4.95
die:
  core_region_area_um2: 5920
  die-area_um2: 9600
  die_h_um: 98
  io_pins: 206
  dieWidth_um: 98
  fp_util_pct: 27.2
  num_rows: 28
cells_and_area:
  nFillCells: 634
  final_common_cell: "conb_1"
  mostFrequentLayoutCells: "conb_1 (61), and2_1 (15), dfxtp_1 (15)"
  area_growth_pct: -4.58
  drive_above_1_share_pct: 7.06
worst_hold_path:
  hold_class: "primary input to output pin"
job:
  max_cap_viol_count: 0
  tool_warnings: 81
place:
  gp_congestion: 0.754
  dp_worst_setup_slack_ps: -78.0
  dp_hpwl_mm: 2.20
  port_buffers: 25
[through the flow]
stage	setup TNS, ps	instance area [µm²]	utilization (%)	instances	power [mW]
final	0	1540	26.0	245	1.38
after detailed placement	-941	1490	25.2	242	0.937
after global routing	0	1540	26.0	245	1.48
after global placement	-825	1490	25.2	242	0.939
after floorplan	0	1840	-	236	1.06
after CTS	0	1520	25.7	245	1.41
[report_power, final]
part           switching, mW  internal, mW  total, mW
Sequential           0.00817         0.758      0.767
Clock                  0.210         0.267      0.476
Combinational         0.0448        0.0953      0.140
Total                  0.263          1.12       1.38
[path summary, 6_finish.rpt]
path	from	end	slack, ps	cells past startpoint
hold / removal	pr_data[10]	hr_data[10]	400	0
setup reg to reg	ahb.haddr1[0]	ahb.haddr2[0]	490	1
setup / recovery	apb.psel[1]	psel[1]	30	1
hold reg to reg	ahb.haddr1[0]	ahb.haddr2[0]	450	1
[flip-flops by register name, indices dropped and copies added, names as in the netlist]
name / flops
apb.pwrite: 1
ahb.haddr2: 1
apb.hr_readyout_temp: 1
ahb.hwrite_reg1: 1
apb.psel: 2
apb.present_state: 3
apb.paddr: 3
apb.pwdata_temp: 3
ahb.hwdata1: 1
apb.next_state: 3
apb.penable_temp: 1
apb.pwrite_temp: 1
apb.psel_temp: 2
apb.pwdata: 3
apb.penable: 1
ahb.haddr1: 1
apb.hr_readyout: 1
apb.paddr_temp: 3
[cells in the mapped netlist]
| master | count |
|---|---|
| and2_1 | 15 |
| buf_2 | 1 |
| nor3b_1 | 1 |
| o21ai_0 | 3 |
| mux2i_1 | 1 |
| dlxtp_1 | 4 |
| or4_4 | 1 |
| o21a_1 | 1 |
| dlxtn_1 | 10 |
| nand2_1 | 1 |
| conb_1 | 1 |
| ha_1 | 2 |
| nor2_2 | 1 |
| a21o_1 | 2 |
| clkbuf_1 | 1 |
| nand2b_1 | 3 |
| inv_1 | 1 |
| nand3b_1 | 2 |
| mux2_2 | 3 |
| nor3_1 | 1 |
| buf_4 | 93 |
| nor2b_1 | 6 |
| nand3_1 | 4 |
| dfxtp_1 | 18 |
[cell type report]
class	count	area, µm²	area share (%)
tap	75	93.8	6.11
inverter	1	3.75	0.244
multi-input combinational	108	554	36.1
clock buffer	3	41.3	2.69
sequential	32	574	37.4
timing repair buffer	26	269	17.5
[timing repair]
item | CTS | global route
resized | 11 | 13
buffers inserted | 0 | 0
setup endpoints to repair | 11 | 10
[kinds of logic (layout without fill, tap and decap cells)]
family                     Yosys count  after routing  share of synthesized area [%]
buffers and inverters               96             30                           44.1
and+or+nand+nor                     35             35                           13.6
DFF                                 18             18                           22.4
latches                             14             14                           13.1
AOI/OAI and AO/OA                    6              6                           2.33
muxes                                4              4                           2.72
adders and majority gates            2              2                           1.55
other                                1             61                          0.233
[metal layers]
layer | vias to the layer above | wire (µm)
met2 | 62 | 1240
met5 | - | 0
met1 | 340 | 925
met3 | 12 | 275
met4 | 0 | 102
li1 | 379 | -
No activity file was given, so power comes from the tool's default toggle rates.
